[/design/flow/config.mk]
export PLATFORM = sky130hd
export DESIGN_NAME = control
export DESIGN_NICKNAME = control
export VERILOG_FILES = /design/flow/design.v
export SDC_FILE = /design/flow/constraint.sdc
export NUM_CORES = 4
export LEC_CHECK = 1
export CORE_AREA = 10 10 70 70
export DIE_AREA = 0 0 80 80
[/design/flow/design.v]
module control(in,regdest,alusrc,memtoreg,regwrite,memread,memwrite,branch,aluop0,aluop1,Pcsource1,Pcsource2,JumpNotZero,Flageski,bgtz,Link,ori,jump,Link2);
input [5:0] in;
output regdest,alusrc,memtoreg,regwrite,memread,memwrite,branch,aluop1,aluop0,Pcsource1,Pcsource2,JumpNotZero,Flageski,bgtz,Link,ori ,jump ,Link2;
wire rformat,lw,sw,beq,bmn,balmn,bn,bneal,jal,ori ;
assign rformat=~|in;
assign lw=in[5]& (~in[4])&(~in[3])&(~in[2])&in[1]&in[0];
assign sw=in[5]& (~in[4])&in[3]&(~in[2])&in[1]&in[0];
assign beq=~in[5]& (~in[4])&(~in[3])&in[2]&(~in[1])&(~in[0]);
assign bmn=(~in[5])&(in[4])&~in[3]&(in[2])&(~in[1])&in[0];  
assign balmn=(~in[5])&(in[4])&~in[3]&(in[2])&(in[1])&in[0];  
assign bn=(~in[5])&(in[4])&in[3]&(~in[2])&(~in[1])&in[0];  
assign bneal=(in[5])&(~in[4])&in[3]&(in[2])&(~in[1])&in[0];  
assign bgtz=(~in[5])&(~in[4])&~in[3]&(in[2])&(in[1])&in[0];  
assign jal=(~in[5])&(~in[4])&~in[3]&(~in[2])&(in[1])&in[0];  
assign ori=(~in[5])&(~in[4])&in[3]&(in[2])&(~in[1])&in[0];  
assign regdest=rformat; 
assign alusrc=lw|sw|ori | bmn | balmn;  
assign memtoreg=lw |balmn|bmn; 
assign regwrite=rformat|lw|Link|ori|balmn |Link2; 
assign memread=lw|bmn|balmn ;  
assign memwrite=sw;  
assign branch=beq|balmn|bmn|bn|bneal|bgtz;  
assign aluop1=rformat|ori; 
assign aluop0=beq|ori|bneal;  
assign jump=jal;  
assign Pcsource1 = bmn|balmn|bneal|beq|bgtz;
assign Pcsource2 =bgtz|beq|bneal|bn|jal;
assign JumpNotZero=bmn|balmn|bneal|bn;  
assign Flageski=balmn|bmn|bn;  
assign Link=jal|bneal;
assign Link2=jal|bneal|balmn;
endmodule
[/design/flow/constraint.sdc]
current_design control

set clk_period 1.6
set clk_io_pct 0.2

create_clock -name clk0 -period $clk_period

set non_clock_inputs [all_inputs -no_clocks]
set_input_delay [expr $clk_period * $clk_io_pct] -clock clk0 $non_clock_inputs
set_output_delay [expr $clk_period * $clk_io_pct] -clock clk0 [all_outputs]
[/design/flow/run.sh]
#!/bin/bash
# OpenROAD 26Q1-2900-gdf79404cd8, Yosys 0.63+post, stock flow scripts
make -C /OpenROAD-flow-scripts/flow DESIGN_CONFIG=/design/flow/config.mk WORK_HOME=/design/flow/orfs finish
==> flow_metrics.env <==
# flow metrics
export IMPL_drt_initial_violations=26
export IMPL_placement_cell_area_um2=833.3
export IMPL_synthesis_instances=74
export IMPL_overflow_after_grt=0
export IMPL_tightestPinTransition_ps=248.1
export IMPL_timing_critical_path_required_ps=1280
export IMPL_critPathKind="in2out"
export IMPL_yosys_stat_cells=74
export IMPL_synth_warnings=0
export IMPL_path_max_fanout=4
export IMPL_synth_cells_most_frequent="nand2_1, a21oi_1, clkbuf_1, nor2_1"
export IMPL_min_period_ps=1672
export IMPL_floorplan_rows=21
export IMPL_power_frac_comb=1.000
export IMPL_netlist_cell_type_count=31
export IMPL_stage_log_warning_count=34
export IMPL_dieArea_um2=6400
export IMPL_use_met3=0.01818
export IMPL_pwr_density_cell_nw_per_um2=213.8
export IMPL_hold_viol_final=0
export IMPL_core_area_um2=3416
export IMPL_max_cap_viol_count=0
export IMPL_post_synth_top_area_cell="a21oi_1"
export IMPL_fp_density=0.1242
export IMPL_holdBufCountCts=0
export IMPL_power_share_switching=0.4403
export IMPL_top_usage_layer="met2"
export IMPL_top_area_frac=0.07080
export IMPL_top_cell="nand2_1"
export IMPL_timing_final_max_slew_violations=0
export IMPL_max_clock_freq_ghz=0.5982
export IMPL_drt_pass1_iterations=4
export IMPL_setup_violations=3
export IMPL_startpoint_type="primary input"
export IMPL_cell_area_after_synthesis_um2=424.2
export IMPL_yosys_stat_seqShare=0
export IMPL_unrepaired_setup_endpoints_after_global_routing="yes"
export IMPL_power_leakage_nw=0.4742
export IMPL_routed_wire_length_per_instance_um=12.86
export IMPL_sequentialPowerShare=0
export IMPL_post_drt_via_cell_ratio=4.402
export IMPL_place_gp_congestion=0.8383
export IMPL_grt_antenna_before_repair=0
export IMPL_port_buffers=24
export IMPL_grt_total_usage=0.06442
export IMPL_status="finished, violations left"
export IMPL_first_global_vias=730
export IMPL_final_seq_area_um2=0
export IMPL_io_pins=24
export IMPL_syn_to_final_growth_pct=147.2
export IMPL_ant_nets=0
export IMPL_layout_clock_buffers=0
export IMPL_post_dp_hpwl_um=1440
export IMPL_vertical_die_size_um=80
export IMPL_worstSetupEndpointType="output port"
export IMPL_met1_routing_resource_usage_after_global_routing=0.08965
export IMPL_dieWidth_um=80
export IMPL_p_switching_mw=0.09872
export IMPL_n_sequential_cell=0
export IMPL_ys_area_um2=424.2
export IMPL_drc_errors=0
export IMPL_final_layout_size_suffix_gt1_frac=0.6179
export IMPL_avgSynthCellArea_um2=5.732
export IMPL_ys_top_cells_by_area="a21oi_1, nand2_1, nand2b_1, clkbuf_1, nor2_1"
export IMPL_violations_in_the_final_reports="negative setup slack"
export IMPL_irDropWorstVdd_v=0.00009016
export IMPL_totalWireLength_um=2174
export IMPL_power_internal_mw=0.1255
export IMPL_total_inserted_antenna_cells=0
export IMPL_stdcell_area_um2=1049
export IMPL_slew_headroom=0.8346
export IMPL_worst_hold_path_class="in2out"
export IMPL_grt_start_max_net_pins=11
export IMPL_grt_use_met2=0.1019
export IMPL_final_period_utilization=1.045
export IMPL_worst_slack_ps=-71.61
export IMPL_vias=744
export IMPL_setup_tns_final_ps=-199.4
export IMPL_worst_ep_arrival_time_ps=1350
export IMPL_share_clk_of_total_power=0
export IMPL_first_pass_grt_wire_length_um=3512
path summary, 6_finish.rpt:
kind / to / slack, ps / cells past startpoint / startpoint
hold / removal: jump / 1060 / 4 / in[3]
setup / recovery: regwrite / -70 / 6 / in[0]
layout make-up:
cell class / count / area [um^2]
multi-input cells: 65 / 523.0
well taps: 46 / 57.56
repair buffers: 57 / 464.2
fillers: 353 / 2367
inverters: 1 / 3.754
critical path, cell delays in order:
cell and delay, ps:
buf_8 90, buf_4 140, or3_4 390, o22ai_2 160, o21bai_4 140, buf_2 110
power groups by stage:
stage     combinational, mW  sequential (mW)  clock, mW
4_1_cts               0.191                0          0
5_1_grt               0.242                0          0
6_report              0.224                0          0
layer usage:
layer | wire length, um | vias to the layer above
li1 | - | 370
met1 | 993 | 359
met2 | 1014 | 15
met3 | 167 | 0
met4 | 0 | 0
met5 | 0 | -
placed cells by master, fill, tap and decap left out, drive strengths merged, types with 3 or more instances in the layout:
cell type and instances:
o21ai 3, a21oi 6, nand3 4, nor3b 3
nor3 4, buf 49, nor2b 3, clkbuf 4
nand2 7, nor2 6, or3 3, dlygate4sd2 3
nand2b 4
metrics by stage:
stage          hold WS [ps]  std cells    util  setup slack [ps]  power (mW)
4_1_cts                1031        165  0.2817            -91.85      0.1910
6_report               1055        169  0.3070            -71.61      0.2242
3_5_place_dp           1794        156  0.2440            -878.0      0.1545
5_1_grt                1085        169  0.3070            -135.8      0.2420
2_1_floorplan         738.5         74       -             120.6     0.06971
3_3_place_gp           1786        156  0.2440            -870.6      0.1527
timing repair:
item	in CTS	in global routing
gates cloned	1	0
setup endpoints to repair	18	14
setup buffers	8	4
resized	100	23
pin swaps	15	15
hold endpoints to repair	0	0
cells by family (layout without fill, tap and decap cells):
group	after synthesis	in the layout	synth area share
AND-OR/OR-AND	17	17	0.2419
XOR/XNOR	1	1	0.02065
multiplexers	1	1	0.02360
buffers and inverters	9	58	0.1003
AND/OR/NAND/NOR	46	46	0.6136
No activity file was given, so power comes from the tool's default toggle rates.
