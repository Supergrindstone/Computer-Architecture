==> /design/flow/design.v <==
module mult4_to_1_32(out,i0,i1,i2,i3,s1,s0);
output [31:0] out;
input [31:0]i0,i1,i2,i3 ;
input s0 ,s1;
wire [31:0]w1,w2;
assign w1 = s0 ? i1:i0;
assign w2=s0 ? i3:i2;
assign out=s1 ? w2:w1;
endmodule
==> /design/flow/run.sh <==
#!/bin/bash
# OpenROAD 26Q1-2900-gdf79404cd8, Yosys 0.63+post, stock flow scripts
make -C /OpenROAD-flow-scripts/flow DESIGN_CONFIG=/design/flow/config.mk WORK_HOME=/design/flow/orfs finish
==> /design/flow/config.mk <==
export PLATFORM = sky130hd
export DESIGN_NAME = mult4_to_1_32
export DESIGN_NICKNAME = mult4_to_1_32
export VERILOG_FILES = /design/flow/design.v
export SDC_FILE = /design/flow/constraint.sdc
export NUM_CORES = 4
export LEC_CHECK = 1
export CORE_AREA = 10 10 95 95
export DIE_AREA = 0 0 105 105
==> /design/flow/constraint.sdc <==
current_design mult4_to_1_32

set clk_period 1.1
set clk_io_pct 0.2

create_clock -name clk0 -period $clk_period

set non_clock_inputs [all_inputs -no_clocks]
set_input_delay [expr $clk_period * $clk_io_pct] -clock clk0 $non_clock_inputs
set_output_delay [expr $clk_period * $clk_io_pct] -clock clk0 [all_outputs]
==> run summary <==
Setup TNS Final -> -7.006 ns
# IOs -> 162
WL/cell -> 21.19 um
Final period util -> 1.262
Total power -> 765.1 uW
YS warnings -> 0
CP Class -> in2out
Peak VDD IR -> 147.8 uV
Syn Inst Count -> 39
Finished Core Util -> 0.3402
CP Capture Type -> primary output
Antenna Violating Nets Remaining -> 0
Vias per inst -> 4.161
Initial DRC count -> 24
# Cells Yosys -> 39
Max-slew violation count -> 0
DR vias -> 1265
Placed insts -> 296
CP Max Fanout -> 5
Status -> complete, but fails checks
Pin count of the biggest net entering global routing -> 14
# Max-Cap Violations -> 0
Syn Area/Cell -> 20.89 um^2
RSZ-0062 raised after global routing -> yes
Most frequent cells in the layout -> dlygate4sd2_1 (128), mux4_2 (32), buf_2 (32)
Worst slew margin -> 0.8841
Die width -> 105 um
First-pass GRT wire length -> 9.259 mm
GRT Overall Usage -> 0.1105
Failing checks -> setup timing
Detailed Routing Iterations Pass 1 -> 4
Top cell excl fill/tap -> dlygate4sd2_1
Slew of the pin with the lowest slew margin -> 0.1739 ns
Final hold viol count -> 0
Remaining DRCs -> 0
Final period demand of the worst path -> 1.388 ns
WL final -> 6.442 mm
Min Hold Slack -> 0.9206 ns
CP required -> 0.88 ns
Flop area -> 0 um^2
Pwr dens -> 325.6 nW/um^2
Final worst-path setup slack -> -0.2882 ns
Share of cells above drive strength 1 -> 0.3756
Yosys cell types -> 5
Mapped Area -> 814.5 um^2
Crit path DAT -> 1.17 ns
Leakage power -> 0.001111 uW
Number of port buffers -> 162
Total gr overflow -> 0
Vias in the first global route -> 1539
Tool Warnings -> 35
CTS hold repair buffers -> 0
Register area share after synthesis -> 0
FFs & Latches -> 0
Gp weighted congestion -> 0.7956
Initial antenna violation count -> 2
Core region area -> 6907 um^2
Die ar. -> 11030 um^2
Worst min-delay path class -> in2out
Die Ht -> 105 um
Area growth from synthesis to layout -> 188.5%
Starting Density -> 0.1179
Final Setup Violations -> 32
FP Rows -> 30
CP startpoint kind -> input pin
Layout Cells excl Fill -> 304
# clk buffers -> 0
Fmax -> 720.4 MHz
Yosys Chip Area -> 814.5 um^2
-- cells in the mapped netlist --
cell type / instances / area [um^2]
buf_12: 3 / 60.06
mux4_1: 2 / 52.55
buf_2: 3 / 15.01
buf_6: 1 / 11.26
mux4_2: 30 / 675.7
-- metrics by stage --
stage                     area [um^2]  setup slack (ns)
after floorplan                 823.3          -0.03162
after global placement           2547           -0.8605
after global routing             2342           -0.3346
after detailed placement         2547           -0.8598
after CTS                        2370           -0.3020
final                            2350           -0.2882
-- layout make-up --
class	instances	area (um^2)
antenna	3	7.507
tap	96	120.1
multi-input combinational	32	720.7
timing repair buffer	173	1501
fill	780	4557
-- power breakdown --
group	switching (uW)	internal (uW)	total (uW)	leakage (uW)
logic	202	564	765	0.00111
registers	0	0	0	0
clock network	0	0.000365	0.000365	0.0000000190
-- critical path, cell delays in order --
cell and delay, ns:
buf_12 0.10, buf_12 0.11, buf_16 0.11, mux4_2 0.49, buf_2 0.13
-- worst paths after layout --
| check | slack, ns | from | endpoint | depth (start not counted) |
|---|---|---|---|---|
| max | -0.29 | s0 | out[28] | 5 |
| min | 0.92 | i0[12] | out[12] | 3 |
-- per-layer routing --
layer,up-vias,routed length (um),GRT usage
met5,-,0,0
met4,0,0,0
met3,0,955,0.07019
met2,125,2827,0.1775
met1,597,2658,0.1308
li1,543,-,-
-- what timing repair did --
item,4_1_cts,5_1_grt
buffers inserted,3,0
endpoints found under the setup margin,32,32
gates cloned,3,0
gates resized,244,0
-- cell families after synthesis --
kind of cell / synth area share
multiplexers: 0.8940
buffers and inverters: 0.1060
Power figures rest on the tool's default switching activity, not on a simulated workload.
